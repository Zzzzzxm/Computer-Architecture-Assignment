### design/flow/config.mk
export PLATFORM = sky130hd
export DESIGN_NAME = CSR_RegisterFile
export DESIGN_NICKNAME = CSR_RegisterFile
export VERILOG_FILES = /design/flow/design.v
export SDC_FILE = /design/flow/constraint.sdc
export NUM_CORES = 4
export LEC_CHECK = 1
export CORE_UTILIZATION = 50
### design/flow/constraint.sdc
current_design CSR_RegisterFile

set clk_period 1.7
set clk_io_pct 0.2

create_clock -name clk0 -period $clk_period [get_ports {clk}]

set non_clock_inputs [all_inputs -no_clocks]
set_input_delay [expr $clk_period * $clk_io_pct] -clock clk0 $non_clock_inputs
set_output_delay [expr $clk_period * $clk_io_pct] -clock clk0 [all_outputs]
### design/flow/design.v
module CSR_RegisterFile(
    input wire clk,
    input wire rst,
    input wire WE,
    input wire [4:0] A,
    input wire [4:0] B,
    input wire CSRRead,
    input wire [31:0] WD,
    output reg [31:0] RD
    );
    reg [31:0] CSR[31:0];
    integer i;
    always@(negedge clk or posedge rst) 
    begin 
        if(rst)                                 for(i=0;i<32;i=i+1) CSR[i][31:0]<=32'b0;
        else if(WE)    CSR[B]<=WD;   
    end
	always@(*)
	begin
		if(!clk && CSRRead)
			RD <= CSR[A];
	end
endmodule
### design/flow/run.sh
#!/bin/bash
# OpenROAD 26Q1-2900-gdf79404cd8, Yosys 0.63+post, stock flow scripts
make -C /OpenROAD-flow-scripts/flow DESIGN_CONFIG=/design/flow/config.mk WORK_HOME=/design/flow/orfs finish
==> notes.md <==
yosys + openroad results -> worst setup margin=-1.472 ns, first-pass GRT wire length=between 200000 and 300000 um, DR WL/cell=just over 30 um, outcome=complete, but fails checks, drt first pass iters=5, I/O pins=78, CTS Hold Buffers Added=0, Slew headroom=49.67%, sequential share of power=between 40% and 50%, synthesized area per cell=about 12 um^2, CP endpoint kind=output pin, Port Buf Inserts=77, Fin. Hold Viols=0, Data arrival, critical path=2.83 ns, Synth-to-Final Area Change=36.11%, total congestion overflow=0, Synth cell types=44, Detailed Route WL=~180000 um, failing checks=negative setup slack, Static Leakage=29.26 nW, share of cells above drive strength 1=46.59%, Reg clk slew, reported paths=0.09 ns, CP Max Fanout=1, DRC=0, Worst VDD drop=approximately 0.86 mV, Post-DP Area=~0.056 mm^2, internal power=between 50 and 60 mW, Logic pwr share=roughly 16%, switching power=between 15 and 20 mW, most common cell in the netlist=dfrtn_1, number of nets with antenna violations after routing=0, Top-area cell share=about 54%, worst hold path class=flop to flop, Dominant flop cell=dfrtn_1, gr usage total=38.83%, Synth area leader=dfrtn_1, # Cells Yosys=slightly below 4000, clock skew=approximately 0.025 ns, tool warnings=29, GP Congestion=between 0.8 and 0.9, largest net degree at the start of global routing=61, Pwr Density=1084 mW/mm^2, initial antenna violation count=3, Slew Limit Fails=0, Layout Utilization=between 60% and 70%, Post-synth ARST share=a little over nine tenths, Sw Ratio=around a quarter, top cells by count=1024 x dfrtn_1, 1005 x mux2_2, 959 x nand3_1, pre-CTS setup slack=-1.585 ns, total power=between 60 and 70 mW, CTS tree=built, FF+latch count, synth=about 1100, WP data required=roughly 1.4 ns, Cells after DPL=5439, clock power share=37.2%, chip area=0.09590 mm^2, Least-Margin Pin Slew=between 0.7 and 0.8 ns, DRT iter0 DRCs=roughly 3000, mapped cell area=around 0.047 mm^2, core area=approximately 0.094 mm^2, startpoint types=latch, chip width=between 300 and 400 um, YS chip area=0.04733 mm^2, vias in the first global route=~38000, final setup violation count=~1100, detailed-placement wirelength estimate=just under 100000 um, # rows=112, smallest hold slack=roughly 0.44 ns, Pre-Place Util=around 50%, critical path class=latch to output pin, vias per cell=about 6.5, Synth area leaders=dfrtn_1 54%, mux2_2 24%, nand3_1 10%, nand4_1 3.1%, buf_2 1.8%, max cap viols=0, Post-Synthesis Cells=3965, non-filler cells, final=about 5800, final design area excluding fillers=0.06442 mm^2, die height=roughly 310 um, Synth Warn #=2, RSZ-0062 raised after global routing=true, Worst-Skew Late Latency=0.80 ns, Post-synth EDFFs=0, Vias=around 37000, setup TNS=-346.73 ns
==> what timing repair did <==
action / in CTS / in global routing
gates cloned: 46 / 15
setup endpoints to repair: 1088 / 1088
endpoints found under the hold margin: 0 / 0
gates resized: 516 / 250
pin swaps: 61 / 107
buffers inserted: 63 / 56
==> state kept, by name, summed over array words and instances, names as in the netlist <==
name,count
RD,32
CSR,1024
==> power by group through the flow <==
| stage | Sequential, mW | Clock [mW] | Combinational (mW) |
|---|---|---|---|
| 4_1_cts | 32.5 | 26.2 | 10.6 |
| 5_1_grt | 33.2 | 27.2 | 12.0 |
| 6_report | 32.6 | 26.0 | 11.2 |
==> metal layers <==
layer  global-route usage [%]  part of all wire [%]
met3                    17.78                    14
met5                        0                 0.020
met4                    11.72                   4.4
met1                    57.69                    39
met2                    53.35                    43
==> final timing paths <==
check                            startpoint           to  slack, ns  cells after the start
worst max register to register  CSR[28][31]       RD[31]      -0.61                      6
worst max-delay path                 RD[31]       RD[31]      -1.47                      2
min in group gated                  CSRRead   clock gate       2.35                      1
worst min register to register   CSR[28][8]   CSR[28][8]       0.44                      1
min in group asynchronous               rst   CSR[5][21]       0.73                      3
max in group asynchronous               rst  CSR[13][16]       0.31                      4
max in group gated                  CSRRead   clock gate       0.16                      1
worst min-delay path             CSR[28][8]   CSR[28][8]       0.44                      1
==> worst max-delay path, cell delays in order, from the launching register on <==
cell and delay (ns):
dlxtp_1 0, dlxtp_1 0.26, buf_2 0.11
==> logic make-up (layout without fill, tap and decap cells) <==
family / count (synthesis) / after routing / synth area share (%)
buffers and inverters: 427 / 989 / 3.865
multiplexers: 1032 / 1032 / 24.55
AND/OR/NAND/NOR: 1390 / 1390 / 15.66
flip-flops: 1024 / 1024 / 54.14
latches: 32 / 32 / 1.015
other: 0 / 2 / 0
AND-OR/OR-AND: 60 / 60 / 0.7745
==> final cells by class <==
type                    count  area [um^2]
inverters                   3        15.01
repair buffers            778        10710
clock inverters            25        382.9
flip-flops and latches   1056        26110
clock buffers             183         3542
well taps                1254         1569
diodes                      2        5.005
fillers                  6285        29190
multi-input cells        2482        22090
==> placed cells by master, fill, tap and decap left out, drive strengths merged, types with 2 or more instances in the layout <==
cell type,synthesis,final
mux2,1031,1031
bufbuf,0,3
a2111oi,2,2
nor2b,9,9
nor3b,8,8
a32oi,5,5
buf,212,723
nand2b,5,5
dlxtp,32,32
nor4b,2,2
nand2,18,18
and3b,6,6
nor3,8,8
clkdlybuf4s50,0,38
clkinvlp,0,3
nand4,238,238
and4,5,5
diode,0,2
a21oi,32,32
clkbuf,212,197
nand4b,3,3
a22oi,2,2
dfrtn,1024,1024
and2,4,4
and3,7,7
nand3,959,959
nor2,51,51
bufinv,0,10
clkinv,0,13
or3,3,3
a221o,2,2
inv,3,2
o21ai,10,10
o2111ai,2,2
nor4,62,62
Power figures rest on the tool's default switching activity, not on a simulated workload.
